==> ./run.sh <==
#!/bin/bash
# OpenROAD 26Q1-2900-gdf79404cd8, Yosys 0.63+post, stock flow scripts
make -C /OpenROAD-flow-scripts/flow DESIGN_CONFIG=/design/flow/config.mk WORK_HOME=/design/flow/orfs finish
==> ./config.mk <==
export PLATFORM = sky130hd
export DESIGN_NAME = counter_4_bits
export DESIGN_NICKNAME = counter_4_bits
export VERILOG_FILES = /design/flow/design.v
export SDC_FILE = /design/flow/constraint.sdc
export NUM_CORES = 4
export LEC_CHECK = 1
export CORE_AREA = 10 10 70 70
export DIE_AREA = 0 0 80 80
export SYNTH_HDL_FRONTEND = slang
==> ./constraint.sdc <==
current_design counter_4_bits

set clk_period 1.0
set clk_io_pct 0.2

create_clock -name clk0 -period $clk_period [get_ports {clk}]

set non_clock_inputs [all_inputs -no_clocks]
set_input_delay [expr $clk_period * $clk_io_pct] -clock clk0 $non_clock_inputs
set_output_delay [expr $clk_period * $clk_io_pct] -clock clk0 [all_outputs]
==> ./design.v <==
module counter_4_bits (
	output [3:0]	count,
	input				clk, n_rst
) ;
wire	d_0, d_1, d_2, d_3 ;
assign	d_0 = count[0] ^ 1 ;
assign	d_1 = count[1] ^ count[0] ;
assign	d_2 = count[2] ^ ( count[0] & count[1] ) ;
assign	d_3 = count[3] ^ ( count[0] & count[1] & count[2] ) ;
flipflop	ff_0	(count[0], d_0, clk, n_rst) ;
flipflop	ff_1	(count[1], d_1, clk, n_rst) ;
flipflop	ff_2	(count[2], d_2, clk, n_rst) ;
flipflop	ff_3	(count[3], d_3, clk, n_rst) ;
endmodule
module flipflop	(q, d, clk, n_rst) ;
input 			d, clk, n_rst ;
output reg q ;
always @(posedge clk) begin
	if (n_rst == 0)
		q <= 0;
	else
		q <= d;
end
endmodule
==> Slide: Implementation Results <==
Key Metrics from the Run

Place
  • Cell count after placement: 64
  • Number of I/O port buffers: 5
  • Placed inst area: between 200 and 300 um2
  • GPL Wtd Cong: roughly 0.62

Pwr
  • LEAKAGE: between 0.1 and 0.15 nW
  • Worst VDD drop: about 360 uV
  • Pwr dens: 1280 mW/mm2

Yosys
  • Ys flops: 4
  • Post-synthesis mux area share: 0%
  • And+or+nand+nor area frac: between 10% and 20%
  • Synth cell types: 6
  • Syn Inst Count: 15
  • Cell count listed in synth_stat.txt: 15
  • Compound-Gate Fraction of Synth Area: 0%
  • Ys Warns: 0
  • Main logic family after synthesis: buffers and inverters
  • YS chip area: between 150 and 200 um2
  • Avg Cell Area, Syn: about 11 um2
  • Post-Syn Area: roughly 170 um2
  • Seq share, synth: a little under half
  • FA/HA/MAJ Cells, Area Fraction: 14.8%
  • Yosys xor share: approximately 5.2%

Final timing
  • RSZ-0062 raised after global routing: yes
  • Final hold violation count: 0
  • Final worst setup slack: -94.9 ps
  • Final setup vio count: 2
  • Final Slew Violations: 0
  • Clock Skew: about 1.6 ps
  • Period Utilization, post-route: 109%
  • Final period demand of the worst path: roughly 1100 ps
  • Worst Tran Pin Value: ~120 ps
  • Setup_tns: -105 ps
  • Slew headroom: 92.0%
  • Fmax: between 900 and 1000 MHz

Detailed routing
  • Final WL: between 300 and 400 um
  • DRC Markers: 0
  • Via count: between 100 and 150
  • Initial DRC count: 2
  • Antenna-violating nets left: 0
  • Wire per inst: roughly 5.5 um
  • Detailed Routing Iterations Pass 1: 2
  • DR vias/cell: 1.74
  • Antenna fix cells: 0

Die
  • Initial Util: under 10%
  • Chip height: roughly 80 um
  • Core Footprint: ~0.0034 mm2
  • Area of the die: ~0.0064 mm2
  • FP Rows: 21
  • # IOs: 6
  • Die span in x: approximately 80 um

Outcome
  • Run status: complete, but fails checks
  • Failing checks: negative setup slack

Setup path
  • Critical path arrival: between 1000 and 1500 ps
  • R2R setup slack: -90 ps
  • CP dominant cell by count: ha_4
  • Crit-path max cell delay: 310 ps
  • Crit Path Max Fanout: 2
  • CP max-delay cell: dfxtp_2
  • R2r endpoint: ff_3.q$_SDFF_PN0_
  • R2r startpoint: ff_0.q$_SDFF_PN0_
  • CP Capture Type: flop
  • CP startpoint kind: flop
  • Critical Path RT: approximately 1100 ps
  • Setup CP Type: flop to flop
  • R2r worst-path depth: 5
  • CP Cell Sequence: buf_6 -> ha_4 -> ha_4 -> xor2_1 -> and2_1

Clocking
  • Clk ins delay skew pair: between 200 and 250 ps
  • Maximum buffer depth of the clock tree: 2
  • CTS tree: yes
  • CTS Sinks: 4
  • CTS root buf: clkbuf_4
  • Clock slew at reported path FFs: roughly 40 ps
  • CTS buffer count: 3
  • Hold buffer count at CTS: 0
  • H-tree depth: 1

GRT
  • Gr ovfl total: 0
  • Initial antenna violation count: 0
  • First-pass GRT wire length: 621 um
  • Vias in the first global route: about 140
  • Largest net degree at the start of global routing: 5
  • Gr usage total: between 1 and 1.5%

Finish
  • Commonest Layout Cell: dfxtp_2
  • Fill cells: 403
  • Finished Layout Cells: roughly 70
  • Layout cells sized above 1: between 60% and 70%
  • Area grow syn2layout: 104%
  • Final instance area: approximately 350 um2
  • Top cells excl fill/tap: 4 x dfxtp_2, 3 x clkbuf_4, 3 x clkdlybuf4s15_1, 3 x buf_4

Worst hold path
  • Worst Hold Class: flop to flop
  • Hold wc startpoint: ff_0.q$_SDFF_PN0_
  • Hold EP: ff_0.q$_SDFF_PN0_
  • Hold Path Stages: 3

Run
  • Tool warnings: 27
  • Max-Cap Viols: 0
[cell type report]
| class | instances | area (um2) | share of cell area [%] |
|---|---|---|---|
| multi-input cells | 7 | 86.3 | 25.0 |
| well taps | 46 | 57.6 | 16.7 |
| clock buffers | 3 | 22.5 | 6.52 |
| flip-flops and latches | 4 | 85.1 | 24.6 |
| repair buffers | 10 | 93.8 | 27.2 |
[report_power, final]
group	internal [W]	switching (W)	total (W)
logic	0.0000472	0.0000194	0.0000665
clock network	0.000134	0.0000624	0.000196
registers	0.000173	0.00000660	0.000180
[through the flow]
stage | utilization [%] | total power (W) | hold slack (ps) | worst slack, ps
6_report | 10.1 | 0.000443 | 588 | -94.9
5_1_grt | 10.1 | 0.000478 | 612 | -127
4_1_cts | 9.82 | 0.000452 | 496 | -122
3_5_place_dp | 8.46 | 0.000233 | 434 | -28.9
3_3_place_gp | 8.46 | 0.000231 | 431 | -30.9
2_1_floorplan | - | 0.000210 | 322 | 9.41
[kinds of logic after synthesis]
group / after synthesis
AND/OR/NAND/NOR: 4
flip-flops: 4
adder cells (fa/ha/maj): 2
buffers and inverters: 4
XOR/XNOR: 1
[how the worst max path moves through the flow]
stage | from | slack (ps) | endpoint | depth (start not counted)
4_1_cts | ff_1.q$_SDFF_PN0_ | -120 | ff_3.q$_SDFF_PN0_ | 5
5_1_grt | ff_0.q$_SDFF_PN0_ | -130 | ff_3.q$_SDFF_PN0_ | 5
6_report | ff_0.q$_SDFF_PN0_ | -90 | ff_3.q$_SDFF_PN0_ | 5
[sequential cells by signal, summed over array words and instances (netlist names)]
name    cells
ff_3.q      1
ff_0.q      1
ff_1.q      1
ff_2.q      1
[critical path: cells and delay by family, from the launching register on]
kind          cells  cell delay, ps
buf+inv           1             110
simple gates      1             130
fa+ha+maj         2             290
flops             1             310
xor+xnor          1             130
[cell usage after synthesis (all sizes together)]
cell | number | area share (%)
xor2 | 1 | 5.2
buf | 4 | 18
and2 | 3 | 11
dfxtp | 4 | 47
nor2b | 1 | 3.7
ha | 2 | 15
[metal layers]
metal / global-route usage (%) / vias up / share of wire, %
met5: 0 / - / 0
met4: 0.352 / 0 / 0
met3: 1.59 / 0 / 14
met2: 1.36 / 7 / 33
met1: 1.66 / 53 / 53
li1: - / 62 / -
[what timing repair did]
| action | 4_1_cts | 5_1_grt |
|---|---|---|
| gates resized | 10 | 2 |
| pin swaps | 0 | 3 |
| hold endpoints to repair | 0 | 0 |
| endpoints found under the setup margin | 5 | 5 |
| buffers inserted | 2 | 1 |
Power figures rest on the tool's default switching activity, not on a simulated workload.
