**constraint.sdc**
```tcl
current_design FinalRegister

set clk_period 2.3
set clk_io_pct 0.2

create_clock -name clk0 -period $clk_period [get_ports {clk}]

set non_clock_inputs [all_inputs -no_clocks]
set_input_delay [expr $clk_period * $clk_io_pct] -clock clk0 $non_clock_inputs
set_output_delay [expr $clk_period * $clk_io_pct] -clock clk0 [all_outputs]
```
**run.sh**
```bash
#!/bin/bash
# OpenROAD 26Q1-2900-gdf79404cd8, Yosys 0.63+post, stock flow scripts
make -C /OpenROAD-flow-scripts/flow DESIGN_CONFIG=/design/flow/config.mk WORK_HOME=/design/flow/orfs finish
```
**design.v**
```verilog
module top (
	input clk,
	input rst_n,
	input  [31:0]     inA, inB,
	input  [1:0] 		op,
	input 				en,
	output reg [31:0] out,
	output reg        finish
);
reg [31:0] inA_r, inB_r;
reg [1:0]  op_r;
wire [31:0] out_w;
wire 			finish_w;
always @(posedge clk or negedge rst_n) begin
	if(~rst_n) begin
		op_r  <= 0;
		inA_r <= 0;
		inB_r <= 0;
		out   <= 0;
		finish <= 0;
	end else begin
		op_r  <= op;
		inA_r <= inA;
		inB_r <= inB;
		out   <= out_w;
		finish <= finish_w;
	end
end
FloatingPointCalculator FP (inA_r,inB_r,op_r,en,rst_n,clk,out_w,finish_w);
endmodule
module FloatingPointCalculator(inA,inB,op,en,rst_n,clk,out,finish);
	input clk,en,rst_n;
	input [1:0] op;  
	input [31:0] inA,inB;
	output [31:0] out;
	output finish;
	wire [31:0] inAb,inBb,outpre;
	wire [31:0] AddSub_result, Multiply_result, Divide_result,MulDiv_result;
	assign inAb = inA;
	assign inBb = inB;
	AddSub AddSub_m(clk,inAb,inBb,op[0],AddSub_result);
	Multiplication Multiply_m(inAb,inBb,clk,Multiply_result);
	Division Divide_m(inAb,inBb,clk,en,rst_n,Divide_result,finish);
	flipflop FF(finish_delay,finish,clk,1'b1);
	mux21 #32 MMD(Multiply_result,Divide_result,op[0],MulDiv_result);
	mux21 #32 MF(AddSub_result,MulDiv_result,op[1],outpre);
	assign out = outpre;
endmodule
module buffer_32bit(in,en,out);
	input en;
	input [31:0] in;
	output [31:0] out;
	bufif1 (out[00],in[00],en);
	bufif1 (out[01],in[01],en);
	bufif1 (out[02],in[02],en);
	bufif1 (out[03],in[03],en);
	bufif1 (out[04],in[04],en);
	bufif1 (out[05],in[05],en);
	bufif1 (out[06],in[06],en);
	bufif1 (out[07],in[07],en);
	bufif1 (out[08],in[08],en);
	bufif1 (out[09],in[09],en);
	bufif1 (out[10],in[10],en);
	bufif1 (out[11],in[11],en);
	bufif1 (out[12],in[12],en);
	bufif1 (out[13],in[13],en);
	bufif1 (out[14],in[14],en);
	bufif1 (out[15],in[15],en);
	bufif1 (out[16],in[16],en);
	bufif1 (out[17],in[17],en);
	bufif1 (out[18],in[18],en);
	bufif1 (out[19],in[19],en);
	bufif1 (out[20],in[20],en);
	bufif1 (out[21],in[21],en);
	bufif1 (out[22],in[22],en);
	bufif1 (out[23],in[23],en);
	bufif1 (out[24],in[24],en);
	bufif1 (out[25],in[25],en);
	bufif1 (out[26],in[26],en);
	bufif1 (out[27],in[27],en);
	bufif1 (out[28],in[28],en);
	bufif1 (out[29],in[29],en);
	bufif1 (out[30],in[30],en);
	bufif1 (out[31],in[31],en);
endmodule  
module FinalRegister(in,en,out,finish,rst_n,clk);
	input [31:0] in;
	input en,clk,rst_n;
	output reg [31:0] out;
	output reg finish;
	always @(posedge clk)
		if (!rst_n)
		begin finish = 0; out = {32{1'bz}}; end
		else
		if (en)
		begin out = in; finish = 1;
		end
endmodule  
```
**config.mk**
```make
export PLATFORM = sky130hd
export DESIGN_NAME = FinalRegister
export DESIGN_NICKNAME = FinalRegister
export VERILOG_FILES = /design/flow/design.v
export SDC_FILE = /design/flow/constraint.sdc
export NUM_CORES = 4
export LEC_CHECK = 1
export CORE_AREA = 10 10 97 97
export DIE_AREA = 0 0 107 107
export SYNTH_HDL_FRONTEND = slang
```
==> out/results.tsv <==
stage	metric	value	unit
synth	synthDistinctLibCells	4	
critical_path	cp.arrival	1.09	ns
global_routing	grt_pass1_wl	4400	µm
power	p_int	1060	µW
clock_network	max-clock-path-buffers	2	
power	p_clk_share	29.6	%
run	maxCapViolations	0	
critical_path	critPathLaunchType	flop	
layout	design_area	0.00187	mm²
power	combPwrFrac	13.1	%
power	power_switching	223	µW
global_routing	grt.total_usage	5.22	%
sta	setup_tns	0	ns
clock_network	cts_resized	0	
power	power.leakage	0.000644	µW
global_routing	grt_pass1_vias	683	
sta	max_clock_freq	0.644	GHz
routing	vias	610	
clock_network	cts_tree	built	
routing	ant_nets	0	
routing	first_pass_iters	4	
power	sw_frac_of_total	17.4	%
power	ir_worst_vdd	0.000147	V
clock_network	cts_buffers	5	
sta	slew_violations	0	
floorplanning	rows	31	
critical_path	critical-path-slowest-cell	clkdlybuf4s50_1	
sta	max_slew_margin	74.5	%
routing	num_antenna_cells	0	
layout	area_growth	88.3	%
floorplanning	core_area	0.00729	mm²
synth	yosys_area	995	µm²
global_routing	grt_max_degree	33	
clock_network	postCtsSetupRepairBufs	0	
placement	gp_congestion	0.713	
critical_path	critPathLaunch	out[21]	
critical_path	reg2reg_from	finish	
synth	synth_top_cell_by_area	edfxtp_1	
sta	rsz0062_at_grt	false	
critical_path	worstPathRequired	1.84	ns
floorplanning	dieArea	0.0114	mm²
floorplanning	fp-utilization	13.6	%
status	outcome	finished clean	
layout	layout_top_cell	clkdlybuf4s50_1	
synth	synthTopCellsByArea	edfxtp_1, dfxtp_1, o21a_1, nand2b_1	
clock_network	htreeDepth	2	
critical_path	critPathMaxFanout	1	
clock_network	clock_latency	0.27	ns
floorplanning	ios	68	
routing	drt_iter0_drc	4	
clock_network	hold_buffers	0	
critical_path	cp-endpoint	out[21]	
sta	worst_pin_slew	0.382	ns
critical_path	r2r_cells	1	
critical_path	cp_slowest_stage_delay	0.49	ns
clock_network	cts.sinks	33	
routing	wirelength	3010	µm
layout	final_cell_mix	clkdlybuf4s50_1, edfxtp_1, clkbuf_8	
synth	ys_ff	33	
routing	wl_per_cell	14.4	µm
run	tool_warnings	25	
synth	syn_inst	35	
clock_network	clkTransAtPathRegs	0.06	ns
synth	netlist_area	995	µm²
sta	fin_crit_sh	67.6	%
routing	drc	0	
layout	drive_gt1_share	5.45	%
critical_path	reg2reg_to	finish	
critical_path	reg2reg_slack	1.71	ns
sta	clock_skew	0	ns
routing	viasPerCell	2.92	
sta	hold_viol	0	
synth	synth_seq_share	98.6	%
power	powerDensity	683	mW/mm²
critical_path	end_kind	primary output	
critical_path	cp.depth	1	
critical_path	cp_num_buf_inv	1	
synth	yosys-stat-cells	35	
floorplanning	die_h	107	µm
worst_hold_path	hp-class	flop to flop	
placement	placed_area	0.00180	mm²
global_routing	overflow	0	
synth	syn_avg_cell_area	28.4	µm²
clock_network	cts-root-buf	clkbuf_8	
synth	yosysTopAreaCellShare	96.6	%
sta	period_minus_slack	1.55	ns
power	p_seq_share	57.3	%
critical_path	crit_family	buffers and inverters	
global_routing	antenna_found_initial	0	
critical_path	crit_chain	clkdlybuf4s50_1	
placement	numPortBuffers	67	
sta	setup_violations	0	
floorplanning	die_w	107	µm
synth	synthesis.yosys.warnings	0	
critical_path	path_class	flop to primary output	
-- layout make-up --
class                   count  area, µm²
multi-input cells           2       13.8
flip-flops and latches     33        981
repair buffers             68        678
clock inverters             1       3.75
fillers                   775       5420
well taps                  99        124
clock buffers               6       72.6
-- sequential cells by signal, summed over array words and instances, names as in the netlist --
signal  flops
finish      1
out        32
-- metrics by stage --
| step | instances | hold slack, ns | power (µW) | utilization [%] | setup WS, ns |
|---|---|---|---|---|---|
| 2_1_floorplan | 35 | 0.418 | 741 | - | 0.632 |
| 3_3_place_gp | 202 | 0.453 | 920 | 24.6 | 0.549 |
| 3_5_place_dp | 202 | 0.471 | 921 | 24.6 | 0.546 |
| 4_1_cts | 209 | 0.487 | 1310 | 25.7 | 0.715 |
| 5_1_grt | 209 | 0.515 | 1350 | 25.7 | 0.690 |
| 6_report | 209 | 0.484 | 1280 | 25.7 | 0.746 |
-- per-layer routing --
| layer | routed length [µm] | share of wire [%] | GRT usage (%) |
|---|---|---|---|
| met1 | 1050 | 35 | 5.34 |
| met2 | 1540 | 51 | 9.00 |
| met3 | 384 | 13 | 3.52 |
| met4 | 30 | 1.0 | 0.484 |
| met5 | 0 | 0 | 0 |
-- worst min-delay path by stage --
stage	start	endpoint	slack [ns]	depth (start not counted)
after CTS	finish	finish	0.49	1
after global routing	finish	finish	0.51	1
final	finish	finish	0.48	1
-- cell usage after synthesis --
master and n:
edfxtp_1 32, dfxtp_1 1, nand2b_1 1, o21a_1 1
-- kinds of logic after synthesis --
logic type,Yosys count,synth area share [%]
compound gates,1,0.755
flops,33,98.6
simple gates,1,0.629
-- power by group through the flow --
stage	Clock, µW	Combinational, µW	Sequential, µW
4_1_cts	402	174	735
5_1_grt	433	181	738
6_report	379	168	734
No activity file was given, so power comes from the tool's default toggle rates.
